**./design.v**
```verilog
`timescale 1ns / 1ps
module PC(
  input PCWr,
  input CLK,
  input [31:0] PC_D,
  output reg [31:0] PC_Q
    );
  initial PC_Q <= 0;
  always @ (posedge CLK) begin
        if(PCWr==1) PC_Q=PC_D;
  end
endmodule
```
**./run.sh**
```bash
#!/bin/bash
# OpenROAD 26Q1-2900-gdf79404cd8, Yosys 0.63+post, stock flow scripts
make -C /OpenROAD-flow-scripts/flow DESIGN_CONFIG=/design/flow/config.mk WORK_HOME=/design/flow/orfs finish
```
**./config.mk**
```make
export PLATFORM = sky130hd
export DESIGN_NAME = PC
export DESIGN_NICKNAME = PC
export VERILOG_FILES = /design/flow/design.v
export SDC_FILE = /design/flow/constraint.sdc
export NUM_CORES = 4
export LEC_CHECK = 1
export CORE_AREA = 10 10 109 109
export DIE_AREA = 0 0 119 119
```
**./constraint.sdc**
```tcl
current_design PC

set clk_period 1.0
set clk_io_pct 0.2

create_clock -name clk0 -period $clk_period [get_ports {CLK}]

set non_clock_inputs [all_inputs -no_clocks]
set_input_delay [expr $clk_period * $clk_io_pct] -clock clk0 $non_clock_inputs
set_output_delay [expr $clk_period * $clk_io_pct] -clock clk0 [all_outputs]
```
==> results_slide.txt <==
Run Summary

Detailed routing
  • DRT Wirelength: 3.03 mm
  • Drt wl/cell: 12.6 um
  • Vias/cell: 2.45
  • DRT antenna net count: 0
  • Total number of vias: 589
  • Drt pass-1 iters: 3
  • First DRT Iteration DRCs: 16
  • DRC: 0

Floorplanning
  • Die height: 119 um
  • Chip width: 119 um
  • # IOs: 66
  • Initial Util: 0.0997
  • Die Area: 14,200 um2
  • Rows: 36
  • CORE AREA: 9640 um2

Synth
  • Synthesized area: 961 um2
  • Post-synth top cells: edfxtp_1
  • Flops after synth: 32
  • Area leader share: 1.00
  • Synth top area cells: edfxtp_1
  • Yosys warns: 1
  • Synth Area per Inst: 30.0 um2
  • Top-count cell post-synth: edfxtp_1
  • Yosys cell count: 32
  • Synth Seq Share: 1.00
  • Main synth FF type: edfxtp_1
  • Leading area contributor after synthesis: edfxtp_1
  • Ys async rst share: 0
  • Syn Inst Count: 32
  • Yosys synthesis chip area: 961 um2
  • Number of synthesized flops with an enable pin: 32
  • Distinct lib cells used: 1

STA
  • Finish-stage setup viols: 0
  • RSZ-0062 raised after global routing: yes
  • Period utilisation layout: 0.970
  • Rel. slew slack: 0.905
  • Hold violation total from the final report: 0
  • Worst slew pin tran: 0.143 ns
  • Tmin final: 0.970 ns
  • Peak Freq: 1030 MHz
  • Final Max Tran Viols: 0

Placed design
  • HPWL after detailed placement: 2.49 mm
  • Dpl cell area: 1800 um2
  • Port bufs: 65
  • GPL Wtd Cong: 0.639

CTS
  • CTS buffer count: 5
  • TritonCTS clock tree: done
  • Number of buffers inserted by hold repair at cts: 0
  • Clk slew on worst S/H paths: 0.07 ns
  • Postcts setup bufs: 0
  • CTS root buf: clkbuf_8
  • CTS Buffer Depth: 2
  • TritonCTS Sinks: 32
  • H-tree levels: 2

Global routing
  • Largest net degree at the start of global routing: 25
  • GRT overflow: 0
  • GRT Util Overall: 0.0409
  • Vias in the first global route: 658
  • Initial antenna violation count: 3
  • First-pass GRT wire length: 4.31 mm

Worst setup path
  • Kind of cell adding the most delay to the critical path: flip-flops
  • Worst Setup End Kind: output port
  • Crit-path cells: buf_2
  • Critical path arrival: 0.77 ns
  • Slowest CP cell: edfxtp_1
  • CP startpoint kind: register
  • CP Class: reg -> out
  • Crit path buf inv count: 1
  • CP Max Fanout: 1
  • Worst path max stage delay: 0.37 ns
  • Crit path DRT: 0.80 ns

Run
  • Max-cap violations: 0
  • Log Warnings: 27

Final layout
  • Top flop regs: PC_Q x32
  • Max reg flops: 32
  • Layout cells sized above 1: 0.387
  • Fillcell total: 1,078
  • Finished Cell Area: 1720 um2
  • Multi-input gate area: 0 um2
  • Layout Area Growth over Synthesis: 79.0%
  • Logic Gate Count: 0
  • Core Util, Final: 0.178
  • Register Area: 961 um2
  • Top reg by flops: PC_Q

Min path
  • Worst Hold Class: in -> reg

Power
  • Power density over the cells: 1620 nW/um2
  • Leakage: 0.623 nW
  • Peak VDD IR: 366 uV
  • PnR Total Power: 2.79 mW

Outcome
  • Outcome: complete, no violations
==> cells in the final DEF, fill, tap and decap left out <==
cell type	instances
buf_2	33
edfxtp_1	32
clkdlybuf4s50_1	32
clkbuf_8	5
diode_2	1
clkinv_2	1
clkbuf_1	1
buf_4	1
buf_12	1
==> cell type report <==
| class | instances | area share |
|---|---|---|
| antenna | 1 | 0.00145 |
| clock buffer | 6 | 0.0422 |
| clock inverter | 1 | 0.00291 |
| sequential | 32 | 0.559 |
| tap | 133 | 0.0967 |
| timing repair buffer | 67 | 0.298 |
==> metrics by stage <==
stage / std cells / hold WS (ns) / setup slack, ns / TNS (ns)
after floorplan: 32 / 0.299 / 0.501 / 0
after global routing: 239 / 0.331 / -0.0346 / -0.211
after detailed placement: 232 / 0.625 / -0.0186 / -0.0347
final: 240 / 0.331 / 0.0298 / 0
after global placement: 232 / 0.625 / -0.0265 / -0.0442
after CTS: 239 / 0.322 / -0.0000510 / -0.0000510
==> metal layers <==
layer / part of all wire / wire, um / vias to the layer above / global-route usage
li1: - / - / 275 / -
met1: 0.37 / 1120 / 257 / 0.0441
met2: 0.42 / 1270 / 46 / 0.0560
met3: 0.20 / 601 / 7 / 0.0432
met4: 0.0073 / 22 / 4 / 0.00534
met5: 0.0089 / 27 / - / 0
==> path summary, 6_finish.rpt <==
check | from | to | slack (ns) | cells after the start
worst min-delay path | PCWr | PC_Q[9]$_DFFE_PP_ | 0.33 | 2
worst max-delay path | PC_Q[10]$_DFFE_PP_ | PC_Q[10] | 0.03 | 1
==> cell families (layout without fill, tap and decap cells) <==
group,after synthesis,after routing,synth area share
buf+inv,0,74,0
flops,32,32,1.00
other cells,0,1,0
==> power breakdown <==
part | leakage, nW | internal [mW] | switching (mW) | total, mW
sequential | 0.313 | 1.59 | 0.0207 | 1.61
clock | 0.0410 | 0.473 | 0.454 | 0.927
combinational | 0.269 | 0.181 | 0.0650 | 0.246
total | 0.623 | 2.25 | 0.540 | 2.79
==> what timing repair did <==
action                     4_1_cts  5_1_grt
resized                         99        0
setup endpoints to repair       32       19
pin swaps                        0        0
Power is estimated from default activity; no workload was simulated.
